`/design/flow/design.v`:
```
interface rvfi_itf(input clk, input rst);
    logic halt;
    logic commit;
    logic [63:0] order;
    logic [31:0] inst;
    logic trap;
    logic [4:0] rs1_addr;
    logic [4:0] rs2_addr;
    logic [31:0] rs1_rdata;
    logic [31:0] rs2_rdata;
    logic load_regfile;
    logic [4:0] rd_addr;
    logic [31:0] rd_wdata;
    logic [31:0] pc_rdata;
    logic [31:0] pc_wdata;
    logic [31:0] mem_addr;
    logic [3:0] mem_rmask;
    logic [3:0] mem_wmask;
    logic [31:0] mem_rdata;
    logic [31:0] mem_wdata;
    logic [15:0] errcode;
endinterface
package pcmux;
typedef enum bit [1:0] {
    pc_plus4  = 2'b00
    ,alu_out  = 2'b01
    ,alu_mod2 = 2'b10
    ,pc_exe_plus4 = 2'b11
} pcmux_sel_t;
endpackage
package marmux;
typedef enum bit {
    pc_out = 1'b0
    ,alu_out = 1'b1
} marmux_sel_t;
endpackage
package cmpmux;
typedef enum bit {
    rs2_out = 1'b0
    ,i_imm = 1'b1
} cmpmux_sel_t;
endpackage
package alumux;
typedef enum bit {
    rs1_out = 1'b0
    ,pc_out = 1'b1
} alumux1_sel_t;
typedef enum bit [2:0] {
    i_imm    = 3'b000
    ,u_imm   = 3'b001
    ,b_imm   = 3'b010
    ,s_imm   = 3'b011
    ,j_imm   = 3'b100
    ,rs2_out = 3'b101
} alumux2_sel_t;
endpackage
package regfilemux;
typedef enum bit [3:0] {
    alu_out   = 4'b0000
    ,br_en    = 4'b0001
    ,u_imm    = 4'b0010
    ,lw       = 4'b0011
    ,pc_plus4 = 4'b0100
    ,lb        = 4'b0101
    ,lbu       = 4'b0110   
    ,lh        = 4'b0111
    ,lhu       = 4'b1000   
} regfilemux_sel_t;
endpackage
package forward1mux;  
typedef enum bit [1:0] {
    stay = 2'b00
    ,forward1 = 2'b01
    ,forward2 = 2'b10
    ,forward3 = 2'b11
} forward1mux_sel_t;
endpackage
package forward2mux;  
typedef enum bit [1:0] {
    stay = 2'b00
    ,forward1 = 2'b01
    ,forward2 = 2'b10
    ,forward3 = 2'b11
} forward2mux_sel_t;
endpackage
package forward3mux;  
typedef enum bit [1:0] {
    stay = 2'b00
    ,forward1 = 2'b01
    ,forward2 = 2'b10 
} forward3mux_sel_t;
endpackage
package forward4mux;  
typedef enum bit [1:0] {
    stay = 2'b00
    ,forward1 = 2'b01
    ,forward2 = 2'b10
    ,forward3 = 2'b11
} forward4mux_sel_t;
endpackage
package forward5mux;  
typedef enum bit [1:0] {
    stay = 2'b00
    ,forward1 = 2'b01
    ,forward2 = 2'b10
    ,forward3 = 2'b11
} forward5mux_sel_t;
endpackage
package pc_wdata_mux; 
typedef enum bit {
    plus4 = 1'b0
    ,br = 1'b1
} pc_wdata_sel_t;
endpackage
package mem_rdatamux;
typedef enum bit [3:0] {
    alu_out   = 4'b0000
    ,br_en    = 4'b0001
    ,u_imm    = 4'b0010
    ,lw       = 4'b0011
    ,pc_plus4 = 4'b0100
    ,lb        = 4'b0101
    ,lbu       = 4'b0110   
    ,lh        = 4'b0111
    ,lhu       = 4'b1000   
} mem_rdatamux_sel_t;
endpackage
module regfile
(
    input clk,
    input rst,
    input load,
    input [31:0] in,
    input [4:0] src_a, src_b, dest,
    output logic [31:0] reg_a, reg_b,
    output logic reg_resp
);
logic [31:0] data [32];
always_ff @(posedge clk)
begin
    if (rst)
    begin
        for (int i=0; i<32; i=i+1) begin
            data[i] <= '0;
        end
    end
    else if (load && dest)
    begin
        data[dest] <= in;
    end
end
always_comb
begin
    if (src_a != 0 && dest == src_a) begin
        reg_a = in;
    end 
    else begin
        reg_a = src_a ? data[src_a] : 0;
    end
    if (src_b != 0 && dest == src_b) begin
        reg_b = in;
    end 
    else begin
        reg_b = src_b ? data[src_b] : 0;
    end
end
always_comb
begin
    if(data[dest] == in) begin
        reg_resp = 1;
    end else begin
        reg_resp = 0;
    end
end
endmodule : regfile
```
`/design/flow/run.sh`:
```
#!/bin/bash
# OpenROAD 26Q1-2900-gdf79404cd8, Yosys 0.63+post, stock flow scripts
make -C /OpenROAD-flow-scripts/flow DESIGN_CONFIG=/design/flow/config.mk WORK_HOME=/design/flow/orfs finish
```
`/design/flow/config.mk`:
```
export PLATFORM = sky130hd
export DESIGN_NAME = regfile
export DESIGN_NICKNAME = regfile
export VERILOG_FILES = /design/flow/design.v
export SDC_FILE = /design/flow/constraint.sdc
export NUM_CORES = 4
export LEC_CHECK = 1
export CORE_UTILIZATION = 30
```
`/design/flow/constraint.sdc`:
```
current_design regfile

set clk_period 39.5
set clk_io_pct 0.2

create_clock -name clk0 -period $clk_period [get_ports {clk}]

set non_clock_inputs [all_inputs -no_clocks]
set_input_delay [expr $clk_period * $clk_io_pct] -clock clk0 $non_clock_inputs
set_output_delay [expr $clk_period * $clk_io_pct] -clock clk0 [all_outputs]
```
==> results.sh <==
# implementation run metrics
export IMPL_status="finished clean"
export IMPL_switching_power_uw=776
export IMPL_wl_per_cell_um=36.6
export IMPL_ctsResizeCount=0
export IMPL_finalWirelength_um=267000
export IMPL_post_cts_buffers=0
export IMPL_vias=43800
export IMPL_ys_area_um2=63100
export IMPL_clockPowerShare_pct=38.6
export IMPL_maxSlewHeadroom_pct=28.3
export IMPL_syn_area_um2=63100
export IMPL_slew_violations=0
export IMPL_cp_common_cell="buf_4"
export IMPL_grt_util_all_layers_pct=26.7
export IMPL_largest_reg_flops=1024
export IMPL_io_buffers=114
export IMPL_cts_sinks=1024
export IMPL_place_hpwl_um=156000
export IMPL_grt_pass1_vias=45900
export IMPL_chipHeight_um=461
export IMPL_period_needed_ns=21.56
export IMPL_ctsHoldBuffers=0
export IMPL_yosys_top_cells_area="edfxtp_1 49%, mux4_2 23%, mux2i_1 9.1%"
export IMPL_logic_area_um2=30600
export IMPL_viasPerCell=6.00
export IMPL_ff_latch_area_um2=30700
export IMPL_ios=115
export IMPL_worst_pin_slew_ns=1.08
export IMPL_top_register="data"
export IMPL_rsz0062_at_grt="no"
export IMPL_synth_cell_types=43
export IMPL_critPathArrivalTime_ns=13.66
export IMPL_ys_cells=4392
export IMPL_drcViolationCount=0
export IMPL_p_int_mw=2.12
export IMPL_antenna_found_initial=12
export IMPL_sw_frac_of_total_pct=26.8
export IMPL_power_density_nw_per_um2=40.4
export IMPL_die_w_um=461
export IMPL_numCtsBuffers=114
export IMPL_irDropWorstVdd_mv=0.0365
export IMPL_final_cells=7292
export IMPL_crit_slowest_cell="nor4_1"
export IMPL_numSynthFlops=1024
export IMPL_cts_clk_slew_worst_paths_ns=0.06
export IMPL_first_iter_violations=3348
export IMPL_required_ns=31.60
export IMPL_path_class="input port to output pin"
export IMPL_drive_gt1_share_pct=25.0
export IMPL_fin_crit_sh_pct=54.6
export IMPL_syn_avg_cell_area_um2=14.4
export IMPL_grt_pass1_wl_um=367000
export IMPL_path_max_fanout=56
export IMPL_core_area_um2=208000
export IMPL_grt_max_degree=88
export IMPL_synthToLayoutAreaGrowth_pct=13.4
export IMPL_start_kind="input port"
export IMPL_hold_viol_final=0
export IMPL_cts_max_path_buffers=3
export IMPL_fmax_mhz=46.4
export IMPL_ys_warn_count=1
export IMPL_combinationalPowerShare_pct=16.3
export IMPL_reg_top3="data: 1024 flops"
export IMPL_cts_tree="done"
export IMPL_htree_levels=3
export IMPL_chipArea_um2=212000
export IMPL_warnings=26
export IMPL_dr_pass1_iters=5
export IMPL_rows=167
export IMPL_ant_nets=0
export IMPL_gp_congestion=0.972
export IMPL_yosysTopAreaCell="edfxtp_1"
export IMPL_finalSetupViolations=0
export IMPL_root_buffer="clkbuf_16"
export IMPL_slowest_delay_ns=0.72
export IMPL_cp_cell_sequence="buf_8 > buf_4 > buf_4 > buf_4 > mux2i_1 > o22ai_1 > nor4_1 > a21oi_1 > nor4_1 > nand4_1 > nor4_2 > clkdlybuf4s50_1"
export IMPL_cp_end_kind="output pin"
export IMPL_synth_cells=4392
export IMPL_dp_cells=7042
export IMPL_fp_util_pct=30.3
export IMPL_maxCapViolations=0
export IMPL_leakagePower_nw=24.3
export IMPL_ys_seq_share_pct=48.7
export IMPL_pwr_share_seq_pct=45.1
export IMPL_top_cell_area_share_pct=48.7
export IMPL_hold_class="input port to flop"
export IMPL_finalSetupTns_ns=0
export IMPL_grt_ovfl_total=0
export IMPL_fill_cells=19700
==> per-stage QoR <==
step           instance area (um2)  power, mW  hold WS (ns)  worst slack, ns  util, %
3_5_place_dp                 67600       1.79          8.59            18.18     32.5
3_3_place_gp                 67600       1.79          8.58            18.16     32.5
5_1_grt                      71500       2.96          7.85            17.80     34.3
6_report                     71600       2.89          7.83            17.94     34.4
4_1_cts                      71500       2.89          7.78            18.12     34.3
2_1_floorplan                63200       1.58          8.10            21.52        -
==> power by group through the flow <==
stage                 Clock [mW]  Combinational [mW]  Sequential, mW
after CTS                   1.12               0.465            1.30
after global routing        1.16               0.488            1.31
final                       1.12               0.472            1.30
==> area by class of cell <==
| class | instances | area share [%] |
|---|---|---|
| sequential | 1024 | 43.0 |
| inverter | 6 | 0.0315 |
| timing repair buffer | 323 | 3.87 |
| multi-input combinational | 2901 | 42.8 |
| clock inverter | 75 | 1.17 |
| antenna | 39 | 0.136 |
| clock buffer | 136 | 4.16 |
| tap | 2788 | 4.87 |
==> metal layers <==
layer	GRT usage (%)	wire, um	vias up
li1	-	-	17500
met1	26.7	80200	21700
met2	37.8	118000	3618
met3	22.0	48200	958
met4	15.1	19600	28
met5	3.81	998	-
==> critical path: cells and delay by family <==
family	cells	cell delay (ns)
and+or+nand+nor	4	1.99
muxes	1	0.32
AOI/OAI and AO/OA	2	0.24
buffers and inverters	5	3.04
==> placed cells by master, fill, tap and decap left out, types with 32 or more instances in the layout <==
master / instances
nand2_1: 66
mux4_2: 640
clkbuf_16: 116
o21ai_0: 64
nor3_1: 164
o22ai_1: 256
conb_1: 32
buf_4: 210
diode_2: 39
edfxtp_1: 1024
nor4_1: 81
and2_1: 806
mux2i_1: 576
clkdlybuf4s50_1: 101
==> Yosys cell counts (all sizes together) <==
library cell and number:
edfxtp 1024, nand3 6, nand3b 4, and4 12, o31ai 2, clkbuf 297
xnor2 4, nor2b 1, buf 195, nand4bb 7, nand4b 4, or3 1
or3b 2, inv 6, or4b 4, or2 36, a21o 3, o211ai 2
nor2 54, o22ai 258, nand2 66, conb 1, nand4 4, o31a 1
a21oi 17, a211oi 2, nor4 85, nor3 168, mux4 640, a31oi 12
xor2 5, and2 806, o21ai 64, mux2i 576, or4 7, and3 16
==> path summary, 6_finish.rpt <==
check                   start                        end  slack, ns  depth (start not counted)
worst max-delay path  dest[1]                   reg_resp      17.94                         12
worst min-delay path      rst  data[0][30]$_SDFFCE_PN0P_       7.83                          1
==> cell families (layout without fill, tap and decap cells) <==
| logic type | Yosys count | count (layout) | share of synthesized area [%] |
|---|---|---|---|
| buffers and inverters | 498 | 540 | 3.59 |
| AND-OR/OR-AND | 361 | 361 | 3.46 |
| other | 1 | 71 | 0.00594 |
| multiplexers | 1216 | 1216 | 32.0 |
| flip-flops | 1024 | 1024 | 48.7 |
| AND/OR/NAND/NOR | 1283 | 1283 | 12.1 |
| XOR/XNOR | 9 | 9 | 0.125 |
Power figures rest on the tool's default switching activity, not on a simulated workload.
