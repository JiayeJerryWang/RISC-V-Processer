==> design.v <==
interface rvfi_itf(input clk, input rst);
    logic halt;
    logic commit;
    logic [63:0] order;
    logic [31:0] inst;
    logic trap;
    logic [4:0] rs1_addr;
    logic [4:0] rs2_addr;
    logic [31:0] rs1_rdata;
    logic [31:0] rs2_rdata;
    logic load_regfile;
    logic [4:0] rd_addr;
    logic [31:0] rd_wdata;
    logic [31:0] pc_rdata;
    logic [31:0] pc_wdata;
    logic [31:0] mem_addr;
    logic [3:0] mem_rmask;
    logic [3:0] mem_wmask;
    logic [31:0] mem_rdata;
    logic [31:0] mem_wdata;
    logic [15:0] errcode;
endinterface
package pcmux;
typedef enum bit [1:0] {
    pc_plus4  = 2'b00
    ,alu_out  = 2'b01
    ,alu_mod2 = 2'b10
    ,pc_exe_plus4 = 2'b11
} pcmux_sel_t;
endpackage
package marmux;
typedef enum bit {
    pc_out = 1'b0
    ,alu_out = 1'b1
} marmux_sel_t;
endpackage
package cmpmux;
typedef enum bit {
    rs2_out = 1'b0
    ,i_imm = 1'b1
} cmpmux_sel_t;
endpackage
package alumux;
typedef enum bit {
    rs1_out = 1'b0
    ,pc_out = 1'b1
} alumux1_sel_t;
typedef enum bit [2:0] {
    i_imm    = 3'b000
    ,u_imm   = 3'b001
    ,b_imm   = 3'b010
    ,s_imm   = 3'b011
    ,j_imm   = 3'b100
    ,rs2_out = 3'b101
} alumux2_sel_t;
endpackage
package regfilemux;
typedef enum bit [3:0] {
    alu_out   = 4'b0000
    ,br_en    = 4'b0001
    ,u_imm    = 4'b0010
    ,lw       = 4'b0011
    ,pc_plus4 = 4'b0100
    ,lb        = 4'b0101
    ,lbu       = 4'b0110   
    ,lh        = 4'b0111
    ,lhu       = 4'b1000   
} regfilemux_sel_t;
endpackage
package forward1mux;  
typedef enum bit [1:0] {
    stay = 2'b00
    ,forward1 = 2'b01
    ,forward2 = 2'b10
    ,forward3 = 2'b11
} forward1mux_sel_t;
endpackage
package forward2mux;  
typedef enum bit [1:0] {
    stay = 2'b00
    ,forward1 = 2'b01
    ,forward2 = 2'b10
    ,forward3 = 2'b11
} forward2mux_sel_t;
endpackage
package forward3mux;  
typedef enum bit [1:0] {
    stay = 2'b00
    ,forward1 = 2'b01
    ,forward2 = 2'b10 
} forward3mux_sel_t;
endpackage
package forward4mux;  
typedef enum bit [1:0] {
    stay = 2'b00
    ,forward1 = 2'b01
    ,forward2 = 2'b10
    ,forward3 = 2'b11
} forward4mux_sel_t;
endpackage
package forward5mux;  
typedef enum bit [1:0] {
    stay = 2'b00
    ,forward1 = 2'b01
    ,forward2 = 2'b10
    ,forward3 = 2'b11
} forward5mux_sel_t;
endpackage
package pc_wdata_mux; 
typedef enum bit {
    plus4 = 1'b0
    ,br = 1'b1
} pc_wdata_sel_t;
endpackage
package mem_rdatamux;
typedef enum bit [3:0] {
    alu_out   = 4'b0000
    ,br_en    = 4'b0001
    ,u_imm    = 4'b0010
    ,lw       = 4'b0011
    ,pc_plus4 = 4'b0100
    ,lb        = 4'b0101
    ,lbu       = 4'b0110   
    ,lh        = 4'b0111
    ,lhu       = 4'b1000   
} mem_rdatamux_sel_t;
endpackage
module param_data_array #(
  parameter Sets = 8,
  parameter Set_index = ($clog2(Sets) - 1)
)
(
  input clk,
  input rst,
  input logic [31:0] write_en,
  input logic [Set_index:0] rindex,
  input logic [Set_index:0] windex,
  input logic [255:0] datain,
  output logic [255:0] dataout
);
logic [255:0] data [Sets];
always_comb begin
  for (int i = 0; i < 32; i++) begin
      dataout[8*i +: 8] = (write_en[i] & (rindex == windex)) ? datain[8*i +: 8] : data[rindex][8*i +: 8];
  end
end
always_ff @(posedge clk) begin
    if (rst) for (int i = 0; i < Sets; ++i) begin
      data[i] <= '0;
    end
    else begin
    for (int i = 0; i < 32; i++) begin
		  data[windex][8*i +: 8] <= write_en[i] ? datain[8*i +: 8] : data[windex][8*i +: 8];
    end
    end
end
endmodule : param_data_array
==> run.sh <==
#!/bin/bash
# OpenROAD 26Q1-2900-gdf79404cd8, Yosys 0.63+post, stock flow scripts
make -C /OpenROAD-flow-scripts/flow DESIGN_CONFIG=/design/flow/config.mk WORK_HOME=/design/flow/orfs finish
==> config.mk <==
export PLATFORM = sky130hd
export DESIGN_NAME = param_data_array
export DESIGN_NICKNAME = param_data_array
export VERILOG_FILES = /design/flow/design.v
export SDC_FILE = /design/flow/constraint.sdc
export NUM_CORES = 4
export LEC_CHECK = 1
export CORE_UTILIZATION = 50
==> constraint.sdc <==
current_design param_data_array

set clk_period 17.9
set clk_io_pct 0.2

create_clock -name clk0 -period $clk_period [get_ports {clk}]

set non_clock_inputs [all_inputs -no_clocks]
set_input_delay [expr $clk_period * $clk_io_pct] -clock clk0 $non_clock_inputs
set_output_delay [expr $clk_period * $clk_io_pct] -clock clk0 [all_outputs]
==> impl_metrics.csv <==
group,metric,value,unit
setup_path,crit_type,"in2out",
clock_tree,post_cts_resized,0,
grt,first_global_vias,55475,
power_and_ir_drop,leakage,38.29,nW
synthesis,syn_inst,5954,
hold_path,hold_path_class,"in2reg",
drt,totalWireLength,244800,µm
clock_tree,clock_path_buffers,3,
drt,via_count,51403,
clock_tree,post_cts_buffers,0,
drt,drtIter0Drc,2337,
floorplanning,die_area,0.1938,mm²
sta,final_hold_viol_count,0,
final_layout,area_growth,15.22,%
sta,slew_viol_final,0,
setup_path,crit_top_cell,"buf_4",
setup_path,cpPeakStageDelay,0.63,ns
grt,grt_overflow,0,
final_layout,flop_area,0.06150,mm²
sta,max_freq,0.08663,GHz
synthesis,ys_warn_count,1,
synthesis,ys_types,18,
sta,setup_tns,0,ns
placement,hpwl,161300,µm
setup_path,cp_max_fo,44,
final_layout,fin_util,0.5811,
drt,wire_per_inst,26.48,µm
final_layout,stdcell_count,9245,
job,maxCapViolations,0,
placement,io_buffers,551,
drt,drtPass1Iterations,5,
grt,grtUsageTotal,0.2860,
final_layout,top_register,"data",
job,warnings,26,
hold_path,hold-path-cell-count,2,
grt,antenna_found_initial,42,
placement,placed_cells,8831,
power_and_ir_drop,ir_drop,0.07831,mV
placement,place_congestion,0.8929,
floorplanning,core,0.1904,mm²
synthesis,ys_area,0.09602,mm²
drt,drc,0,
clock_tree,cts_sinks,2048,
drt,ant_nets,0,
power_and_ir_drop,p_total,0.01111,W
setup_path,slowest_stage,"buf_4",
setup_path,start_kind,"input port",
grt,grt_max_degree,72,
clock_tree,cts_hold_buf,0,
synthesis,ys.flops,2048,
setup_path,arrival,7.96,ns
setup_path,critical_path_buf_inv_count,6,
setup_path,cp_cell_sequence,"buf_8 -> buf_4 -> buf_4 -> buf_4 -> buf_4 -> mux4_2 -> mux2_2 -> mux2_2 -> clkdlybuf4s50_1",
sta,worst_pin_slew,0.8957,ns
final_layout,reg.largest.list,"data (2048)",
grt,grt_pass1_wl,363700,µm
floorplanning,fp.dieH,440.2,µm
sta,rsz0062_at_grt,"no",
setup_path,crit_family,"buffers and inverters",
sta,fin_crit,11.54,ns
clock_tree,cts_root_buf,"clkbuf_16",
final_layout,num-fill-cells,14350,
final_layout,mi_logic_area,0.03322,mm²
setup_path,required,14.32,ns
sta,setup_violations,0,
clock_tree,cts_tree,"yes",
sta,finalCritPeriodShare,0.6449,
setup_path,path_depth,9,
synthesis,yosys-stat-cells,5954,
synthesis,syn_avg_cell_area,16.13,µm²
floorplanning,fp_util,0.5043,
power_and_ir_drop,powerDensity,100.4,mW/mm²
final_layout,largest_register_ffs,2048,
clock_tree,htree_levels,4,
clock_tree,cts_made_buffers,217,
sta,maxSlewHeadroom,0.4007,
clock_tree,clk_pin_slew_worst_paths,0.06,ns
final_layout,drive_gt1_frac,0.2439,
floorplanning,io_pins,552,
final_layout,final_cell_mix,"and2_1 (2,048), edfxtp_1 (2,048), clkdlybuf4s50_1 (547), mux4_2 (512), mux2_2 (512)",
synthesis,synth_seq_share,0.6405,
drt,viasPerCell,5.560,
setup_path,cp-end-kind,"primary output",
synthesis,netlist_area,0.09602,mm²
floorplanning,num_rows,160,
floorplanning,chipWidth,440.2,µm
status,status,"completed",
[cell usage after synthesis, drive strengths merged]
master,count,share of area
and2,2048,0.13
buf,89,0.0079
clkbuf,158,0.0062
edfxtp,2048,0.64
mux2,512,0.060
mux4,512,0.12
nand2b,32,0.0021
nand3,1,0.000052
nand3b,3,0.00023
nand4,32,0.0021
nor2,256,0.010
or2,256,0.017
or3,1,0.000065
or3b,3,0.00027
xnor2,3,0.00035
[worst paths after layout]
path                  slack [ns]  startpoint           end
worst min-delay path        3.52         rst  data[5][216]
worst max-delay path        6.36   rindex[0]   dataout[51]
[layout make-up]
type	instances	share of cell area
clock buffer	284	0.05289
tap	2511	0.02840
sequential	2048	0.5559
multi-input combinational	3659	0.3002
timing repair buffer	613	0.05447
clock inverter	115	0.007770
antenna	15	0.0003393
[metrics by stage]
stage                     setup slack, ns  hold WS (ns)  cell area [µm²]
final                               6.356         3.524           110600
after global routing                5.921         3.519           110600
after CTS                           6.154         3.450           110600
after detailed placement            6.149         4.387           103900
after global placement              6.171         4.378           103900
after floorplan                     9.110         3.778            96020
[kinds of logic (layout without fill, tap and decap cells)]
family        after synthesis  in the layout  share of synthesized area
xor+xnor                    3              3                  0.0003519
flops                    2048           2048                     0.6405
other cells                 0             15                          0
mux                      1024           1024                     0.1801
simple gates             2632           2632                     0.1649
buf+inv                   247           1012                    0.01409
[power by group]
part | internal, W | switching [W] | leakage [nW]
Sequential | 0.00558 | 0.0000756 | 19.6
Combinational | 0.000603 | 0.000566 | 15.4
Clock | 0.00245 | 0.00183 | 3.28
[per-layer routing]
| layer | share of wire | up-vias | global-route usage | wire [µm] |
|---|---|---|---|---|
| met2 | 0.50 | 1885 | 0.4347 | 122700 |
| met5 | 0.0018 | - | 0.006452 | 435 |
| li1 | - | 23441 | - | - |
| met1 | 0.36 | 25598 | 0.4167 | 88080 |
| met3 | 0.10 | 427 | 0.1268 | 25660 |
| met4 | 0.032 | 52 | 0.07460 | 7884 |
Power is estimated from default activity; no workload was simulated.
