==> /design/flow/design.v <==
interface rvfi_itf(input clk, input rst);
    logic halt;
    logic commit;
    logic [63:0] order;
    logic [31:0] inst;
    logic trap;
    logic [4:0] rs1_addr;
    logic [4:0] rs2_addr;
    logic [31:0] rs1_rdata;
    logic [31:0] rs2_rdata;
    logic load_regfile;
    logic [4:0] rd_addr;
    logic [31:0] rd_wdata;
    logic [31:0] pc_rdata;
    logic [31:0] pc_wdata;
    logic [31:0] mem_addr;
    logic [3:0] mem_rmask;
    logic [3:0] mem_wmask;
    logic [31:0] mem_rdata;
    logic [31:0] mem_wdata;
    logic [15:0] errcode;
endinterface
package pcmux;
typedef enum bit [1:0] {
    pc_plus4  = 2'b00
    ,alu_out  = 2'b01
    ,alu_mod2 = 2'b10
    ,pc_exe_plus4 = 2'b11
} pcmux_sel_t;
endpackage
package marmux;
typedef enum bit {
    pc_out = 1'b0
    ,alu_out = 1'b1
} marmux_sel_t;
endpackage
package cmpmux;
typedef enum bit {
    rs2_out = 1'b0
    ,i_imm = 1'b1
} cmpmux_sel_t;
endpackage
package alumux;
typedef enum bit {
    rs1_out = 1'b0
    ,pc_out = 1'b1
} alumux1_sel_t;
typedef enum bit [2:0] {
    i_imm    = 3'b000
    ,u_imm   = 3'b001
    ,b_imm   = 3'b010
    ,s_imm   = 3'b011
    ,j_imm   = 3'b100
    ,rs2_out = 3'b101
} alumux2_sel_t;
endpackage
package regfilemux;
typedef enum bit [3:0] {
    alu_out   = 4'b0000
    ,br_en    = 4'b0001
    ,u_imm    = 4'b0010
    ,lw       = 4'b0011
    ,pc_plus4 = 4'b0100
    ,lb        = 4'b0101
    ,lbu       = 4'b0110   
    ,lh        = 4'b0111
    ,lhu       = 4'b1000   
} regfilemux_sel_t;
endpackage
package forward1mux;  
typedef enum bit [1:0] {
    stay = 2'b00
    ,forward1 = 2'b01
    ,forward2 = 2'b10
    ,forward3 = 2'b11
} forward1mux_sel_t;
endpackage
package forward2mux;  
typedef enum bit [1:0] {
    stay = 2'b00
    ,forward1 = 2'b01
    ,forward2 = 2'b10
    ,forward3 = 2'b11
} forward2mux_sel_t;
endpackage
package forward3mux;  
typedef enum bit [1:0] {
    stay = 2'b00
    ,forward1 = 2'b01
    ,forward2 = 2'b10 
} forward3mux_sel_t;
endpackage
package forward4mux;  
typedef enum bit [1:0] {
    stay = 2'b00
    ,forward1 = 2'b01
    ,forward2 = 2'b10
    ,forward3 = 2'b11
} forward4mux_sel_t;
endpackage
package forward5mux;  
typedef enum bit [1:0] {
    stay = 2'b00
    ,forward1 = 2'b01
    ,forward2 = 2'b10
    ,forward3 = 2'b11
} forward5mux_sel_t;
endpackage
package pc_wdata_mux; 
typedef enum bit {
    plus4 = 1'b0
    ,br = 1'b1
} pc_wdata_sel_t;
endpackage
package mem_rdatamux;
typedef enum bit [3:0] {
    alu_out   = 4'b0000
    ,br_en    = 4'b0001
    ,u_imm    = 4'b0010
    ,lw       = 4'b0011
    ,pc_plus4 = 4'b0100
    ,lb        = 4'b0101
    ,lbu       = 4'b0110   
    ,lh        = 4'b0111
    ,lhu       = 4'b1000   
} mem_rdatamux_sel_t;
endpackage
import rv32i_types::*;
module btb 
#(parameter btb_idx=4)
(
  input clk,
  input rst,
  input logic update_btb,
  input logic br_en,
  input logic [31:0] pc_addr_if,   
  input logic [31:0] pc_addr_ex,   
  input logic [31:0] br_addr,     
  output logic btb_hit,
  output logic [31:0] pred_pc
);
logic [31:0] br_addr_arr [2**btb_idx];
logic [31:0] pc_addr_arr [2**btb_idx];
logic br_pred_arr [2**btb_idx];
logic btb_hit;
logic [btb_idx-1:0] btb_if_idx;
logic [btb_idx-1:0] btb_ex_idx;
assign btb_if_idx = pc_addr_if [btb_idx+1 : 5-btb_idx+1]; 
assign btb_ex_idx = pc_addr_ex [btb_idx+1 : 5-btb_idx+1]; 
always_comb begin 
    if(pc_addr_if == pc_addr_arr[btb_if_idx]  && br_pred_arr[btb_if_idx] == 1'b1) begin 
        btb_hit=1'b1;
        pred_pc = br_addr_arr[btb_if_idx];  
    end
    else begin 
        btb_hit=1'b0;
        pred_pc = 32'b0;
    end
end
always_ff @(posedge clk) begin
  if (rst) begin
    for (int i=0; i < (2**btb_idx); ++i) begin
      br_addr_arr[i] <= 32'b0;
      pc_addr_arr[i] <= 32'b0;
      br_pred_arr[i] <= 32'b0;
    end
  end
  else if (update_btb) begin
    br_addr_arr[btb_ex_idx] <= br_addr;  
    pc_addr_arr[btb_ex_idx] <= pc_addr_ex;  
    br_pred_arr[btb_ex_idx] <= br_en;
  end
end
endmodule:btb
==> /design/flow/run.sh <==
#!/bin/bash
# OpenROAD 26Q1-2900-gdf79404cd8, Yosys 0.63+post, stock flow scripts
make -C /OpenROAD-flow-scripts/flow DESIGN_CONFIG=/design/flow/config.mk WORK_HOME=/design/flow/orfs finish
==> /design/flow/config.mk <==
export PLATFORM = sky130hd
export DESIGN_NAME = btb
export DESIGN_NICKNAME = btb
export VERILOG_FILES = /design/flow/design.v
export SDC_FILE = /design/flow/constraint.sdc
export NUM_CORES = 4
export LEC_CHECK = 1
export CORE_UTILIZATION = 30
==> /design/flow/constraint.sdc <==
current_design btb

set clk_period 16.4
set clk_io_pct 0.2

create_clock -name clk0 -period $clk_period [get_ports {clk}]

set non_clock_inputs [all_inputs -no_clocks]
set_input_delay [expr $clk_period * $clk_io_pct] -clock clk0 $non_clock_inputs
set_output_delay [expr $clk_period * $clk_io_pct] -clock clk0 [all_outputs]
==> GITHUB_STEP_SUMMARY <==
### Metrics collected by this job

| Metric | Value |
|---|---|
| # setup viols final | 0 |
| Routed WL per cell | 26.8 um |
| Ys flop type | edfxtp_1 |
| Remaining antenna violation count after routing | 0 |
| Sw frac | 22.6% |
| Met1 usage | 22.6% |
| Leak | 18.5 nW |
| Worst EP arrival | 7840 ps |
| Layout cells sized above 1 | 17.2% |
| CP peak stage delay | 660 ps |
| Ys async rst share | 0% |
| MaxCap Viol Count | 0 |
| Post-CTS setup buffer count | 0 |
| Pwr Density | 110 mW/mm^2 |
| Worst Setup Path Type | primary input to output port |
| Grt total ovfl | 0 |
| FP Util | 30.2% |
| First-pass GRT wire length | 200 mm |
| Post-Route WL | 139 mm |
| DR pass1 iterations | 6 |
| Via count | 25300 |
| Cell mode on critical path | buf_4 |
| CP endpoint kind | output port |
| CTS Buf Count | 99 |
| CP bufs+invs | 4 |
| Final Hold Viols | 0 |
| Initial drt markers | 1642 |
| YS warnings | 2 |
| Post-Syn Area per Cell | 16.0 sq um |
| I/O pin count | 133 |
| Layout Cells excl Fill | 5186 |
| Row Count | 145 |
| Placed cell count | 5000 |
| Yosys chip area | 0.0472 sq mm |
| Int Power | 4.60 mW |
| H-tree levels | 3 |
| Unique cell types | 62 |
| Post-cts sizing count | 0 |
| Final Wtd Congestion | 0.857 |
| Maximum vdd drop | 0.0896 mV |
| Seq share, synth | 66.1% |
| Largest net degree at the start of global routing | 93 |
| CTS tree | done |
| CP Cell Sequence | buf_6 > buf_4 > buf_4 > and2_1 > a22oi_1 > and3b_1 > o21ai_0 > nand4_1 > nor4_1 > and4_4 > and3_1 > clkdlybuf4s50_1 |
| # hold bufs at CTS | 0 |
| Worst min-delay path class | primary input to flop |
| Die X | 399 um |
| Sequential power share | 52.4% |
| Residual DRC | 0 |
| Clock sink count | 1040 |
| Crit-path max FO | 37 |
| Die area | 0.159 sq mm |
| Levels on crit path | 12 |
| Initial antenna violation count | 26 |
| Hold depth | 2 |
| Via-per-instance ratio | 4.88 |
| Tool warnings | 26 |
| Clock transition at path regs | 60 ps |
| Die height | 399 um |
| Max Fclk | 89.9 MHz |
| Cell family with most CP delay | simple AND/OR/NAND/NOR gates |
| Outcome | complete, no violations |
| Synthesized instance count | 2948 |
| Area growth syn-to-layout | 14.6% |
| CTS root buffer | clkbuf_16 |
| Comb pwr share | 8.2% |
| Register bit count reported by yosys | 1040 |
| Final setup TNS | 0 ps |
| Clock share of power | 39.4% |
| Pre-CTS WS | 5080 ps |
| Post-detail-place hpwl | 77.6 mm |
| Global route hottest layer | met2 |
| Cell count in the Yosys report | 2948 |
| Setup slack after layout | 5280 ps |
| Fin crit share | 67.8% |
| Crit path time final | 11120 ps |
| Fin. max-slew vios | 0 |
| Worst Setup Start Kind | primary input |
| Post-synth EDFFs | 1040 |
| Met3 usage | 11.7% |
| Core Area | 0.156 sq mm |
| Critical path required time | 13120 ps |
| RSZ-0062 raised after global routing | false |
| Gr usage total | 18.9% |
| CTS max path bufs | 3 |
| Port Buffers | 132 |
| CP max-delay cell | and4_4 |
| M2 GR Usage | 29.5% |
| Switch Pwr | 1.34 mW |
| Slew HR | 38.4% |
| Number of global-route vias before repair | 27000 |
| Worst-Margin Slew | 901 ps |
| Synthesized area | 0.0472 sq mm |
## layout by cell type (no fill, tap or decap), types with 16 or more instances in the layout
cell             count
edfxtp_1          1040
and2_1             979
mux4_2             240
clkdlybuf4s50_1    128
clkbuf_16          101
buf_4               80
mux2i_1             73
conb_1              32
and3_1              31
nand2_1             30
nor2_1              30
mux2_2              29
xnor2_1             27
clkinv_1            26
clkinv_2            23
xor2_1              18
o22ai_1             17
a221oi_1            16
or2_4               16
## synthesized netlist by cell type (5+ instances only)
| cell | count | area [sq um] |
|---|---|---|
| edfxtp_1 | 1040 | 31200 |
| and2_1 | 979 | 6120 |
| mux4_2 | 240 | 5410 |
| clkbuf_1 | 175 | 657 |
| mux2i_1 | 73 | 731 |
| nor2_1 | 42 | 158 |
| buf_2 | 34 | 170 |
| and3_1 | 31 | 194 |
| nand2_1 | 30 | 113 |
| mux2_2 | 29 | 327 |
| xnor2_1 | 27 | 236 |
| xor2_1 | 18 | 158 |
| o22ai_1 | 17 | 106 |
| a221oi_1 | 16 | 140 |
| or2_2 | 16 | 100 |
| buf_4 | 15 | 113 |
| buf_6 | 13 | 146 |
| nand2b_1 | 13 | 81.3 |
| a21oi_1 | 12 | 60.1 |
| nor2b_1 | 12 | 75.1 |
| nor3_1 | 12 | 60.1 |
| a22oi_1 | 11 | 82.6 |
| buf_1 | 11 | 41.3 |
| nand3_1 | 7 | 35.0 |
| mux4_1 | 6 | 158 |
| inv_1 | 5 | 18.8 |
## per-layer routing
metal  up-vias  part of all wire (%)
met3       226                    14
met5         -                  0.20
met2      1400                    48
li1      11100                     -
met4        40                   2.8
met1     12600                    34
## worst paths after layout
check                      from            endpoint  slack (ps)
setup / recovery  pc_addr_if[3]          pred_pc[8]        5280
hold / removal      br_addr[17]  br_addr_arr[5][17]        3580
## sequential cells by signal, summed over array words and instances (netlist names)
name / flops
pc_addr_arr: 512
br_pred_arr: 16
br_addr_arr: 512
## area by class of cell
| cell class | count | area [sq um] |
|---|---|---|
| Antenna cell | 3 | 7.51 |
| Clock buffer | 115 | 2580 |
| Clock inverter | 68 | 676 |
| Fill cell | 14400 | 102000 |
| Inverter | 6 | 23.8 |
| Multi-Input combinational cell | 1682 | 15100 |
| Sequential cell | 1040 | 31200 |
| Tap cell | 2058 | 2570 |
| Timing Repair Buffer | 214 | 1970 |
## logic make-up after synthesis
kind of cell	after synthesis	share of synthesized area, %
muxes	348	14.0
buffers and inverters	257	2.52
and+or+nand+nor	1165	15.1
DFF	1040	66.1
AOI/OAI and AO/OA	92	1.44
xor gates and xnor gates	45	0.834
other	1	0.00794
## power groups by stage
stage	combinational (mW)	clock [mW]	sequential [mW]
finish	0.484	2.34	3.11
global route	0.516	2.47	3.13
CTS	0.491	2.38	3.11
## stage by stage
stage / power [mW] / util (%) / hold WS, ps / area (sq um)
finish: 5.93 / 34.7 / 3580 / 54100
global route: 6.11 / 34.7 / 3610 / 54100
CTS: 5.99 / 34.7 / 3560 / 54100
detailed placement: 3.66 / 32.6 / 4300 / 50900
global placement: 3.66 / 32.6 / 4280 / 50900
floorplan: 3.45 / - / 3480 / 47400
Power figures rest on the tool's default switching activity, not on a simulated workload.
